==> /design/flow/design.v <==
module Alarm(
	rst_alarm,
	min_set,
	hour_set,
	current_clock_min,
	current_clock_hour,
	sec_count,
	min_count, 
	hour_count,
	alarm
	);
	input rst_alarm,min_set,hour_set;
	input [6:0] current_clock_min,current_clock_hour;
	output [6:0] sec_count,min_count,hour_count;
	output alarm;
	wire sec_carry_flag,min_carry_flag,hour_carry_flag;
	MultiCounter alarm_mc_sec(.pre_carry_flag(0),.manual_carry_flag(0),.rst(rst_alarm),.mode(0),.carry_flag(sec_carry_flag),.count(sec_count),.is_manual_set(1));
	MultiCounter alarm_mc_min(.pre_carry_flag(sec_carry_flag),.manual_carry_flag(min_set),.rst(rst_alarm),.mode(0),.carry_flag(min_carry_flag),.count(min_count),.is_manual_set(1));
	MultiCounter alarm_mc_hour(.pre_carry_flag(min_carry_flag),.manual_carry_flag(hour_set),.rst(rst_alarm),.mode(1),.carry_flag(hour_carry_flag),.count(hour_count),.is_manual_set(1));
	assign alarm=((min_count==current_clock_min)&&(hour_count==current_clock_hour));
endmodule
module Bin2Bcd (data_in,data_out );
	input [6:0] data_in ;
	output [7:0] data_out ;
	assign data_out[7:4]=data_in/10;
	assign data_out[3:0]=data_in%10;
endmodule
module Clock(
	clk,
	rst,
	is_manual_set,
	min_set,
	hour_set,
	sec_count,
	min_count,
	hour_count
);
	input clk,rst,is_manual_set,min_set,hour_set;
	output [6:0] sec_count,min_count,hour_count;
	wire clk_1Hz;
	FreqDiv fDiv1(.clk(clk),.clk_out(clk_1Hz));
	wire sec_carry_flag,min_carry_flag,hour_carry_flag;
	MultiCounter mc_sec(.pre_carry_flag(clk_1Hz),.manual_carry_flag(0),.rst(rst),.mode(0),.carry_flag(sec_carry_flag),.count(sec_count),.is_manual_set(is_manual_set));
	MultiCounter mc_min(.pre_carry_flag(sec_carry_flag),.manual_carry_flag(min_set),.rst(rst),.mode(0),.carry_flag(min_carry_flag),.count(min_count),.is_manual_set(is_manual_set));
	MultiCounter mc_hour(.pre_carry_flag(min_carry_flag),.manual_carry_flag(hour_set),.rst(rst),.mode(1),.carry_flag(hour_carry_flag),.count(hour_count),.is_manual_set(is_manual_set));
endmodule
module DigitalClock(
	clk,
	rst_clock,
	rst_alarm,
	rst_stopwatch,
	is_manual_set,
	tube_for,
	sw_hour,
	sw_min,
	stopwatch_start,
	alarm,
	hour_remind,
	tube_11bit
	);
	input clk,rst_clock,rst_alarm,rst_stopwatch,is_manual_set,sw_hour,sw_min,stopwatch_start;
	input [1:0] tube_for;
	output alarm,hour_remind;
	output [10:0] tube_11bit;
	wire [6:0] clock_hour_count,
				clock_min_count,
				clock_sec_count,
				stopwatch_min_count,
				stopwatch_sec_count,
				stopwatch_hundredth_sec_count,
				alarm_hour_count,
				alarm_min_count,
				alarm_sec_count;
	wire clock_hour_set,
		  clock_min_set,
		  alarm_hour_set,
		  alarm_min_set;
	wire [6:0] display_hour,
			display_min,
			display_sec;
	Clock clock(
		.clk(clk),
		.rst(rst_clock),
		.is_manual_set(is_manual_set),
		.min_set(clock_min_set),
		.hour_set(clock_hour_set),
		.sec_count(clock_sec_count),
		.min_count(clock_min_count),
		.hour_count(clock_hour_count)
		);
	HourRemind hrmd(
		.current_clock_min(clock_min_count),
		.hour_remind(hour_remind)
		);
	Alarm alm(
		.rst_alarm(rst_alarm),
		.min_set(alarm_min_set),
		.hour_set(alarm_hour_set),
		.current_clock_min(clock_min_count),
		.current_clock_hour(clock_hour_count),
		.sec_count(alarm_sec_count),
		.min_count(alarm_min_count),
		.hour_count(alarm_hour_count),
		.alarm(alarm)
		);
	Stopwatch stpwatch(
		.clk(clk),
		.rst_stopwatch(rst_stopwatch),
		.start(stopwatch_start),
		.one_hundredth_sec_count(stopwatch_hundredth_sec_count),
		.sec_count(stopwatch_sec_count),
		.min_count(stopwatch_min_count)
		);
	ModeControl modectrl(
		.is_manual_set(is_manual_set),
		.tube_for(tube_for),
		.clock_hour_count(clock_hour_count),
		.clock_min_count(clock_min_count),
		.clock_sec_count(clock_sec_count),
		.stopwatch_min_count(stopwatch_min_count),
		.stopwatch_sec_count(stopwatch_sec_count),
		.stopwatch_hundredth_sec_count(stopwatch_hundredth_sec_count),
		.alarm_hour_count(alarm_hour_count),
		.alarm_min_count(alarm_min_count),
		.alarm_sec_count(alarm_sec_count),
		.clock_hour_set(clock_hour_set),
		.clock_min_set(clock_min_set),
		.alarm_hour_set(alarm_hour_set),
		.alarm_min_set(alarm_min_set),
		.sw_hour(~sw_hour),
		.sw_min(~sw_min),
		.display_hour(display_hour),
		.display_min(display_min),
		.display_sec(display_sec)
		);
	TubeControl tbctrl(
		.clk(clk),
		.display_hour(display_hour),
		.display_min(display_min),
		.display_sec(display_sec),
		.tube_11bit(tube_11bit)
		);
endmodule
module FreqDiv(clk,clk_out);
	input            clk ;
	wire            clk ;
	output clk_out;
	reg        [6:0]    count ;
	reg clk_out ;
	always @ ( posedge clk)
    	begin
			count=count+1;
         if ( count == 99 )
				begin
            	clk_out <= 1;
					count=0;
            end
         else 
				clk_out<=0;
    	end
endmodule
module FreqDiv_100Hz(clk,clk_out);
	input            clk ;
	wire            clk ;
	output clk_out;
	reg        [6:0]    count ;
	reg clk_out ;
	always @ ( posedge clk)
    	begin
			count=count+1;
         if ( count == 9 )
			begin
            	clk_out <= 1;
				count=0;
            end
         else 
			clk_out<=0;
    	end
endmodule
module HourRemind(
	current_clock_min,
	hour_remind
);
	input [6:0] current_clock_min;
	output hour_remind;
	assign hour_remind=(current_clock_min==0);
endmodule
module ModeControl(
	is_manual_set,
	tube_for,
	clock_hour_count,
	clock_min_count,
	clock_sec_count,
	stopwatch_min_count,
	stopwatch_sec_count,
	stopwatch_hundredth_sec_count,
	alarm_hour_count,
	alarm_min_count,
	alarm_sec_count,
	clock_hour_set,
	clock_min_set,
	alarm_hour_set,
	alarm_min_set,
	sw_hour,
	sw_min,
	display_hour,
	display_min,
	display_sec
	);
	input is_manual_set;
	input [1:0] tube_for;
	parameter CLOCK=0,
			  STOPWATCH=1,
			  ALARM=2;
	input [6:0] clock_hour_count,
				clock_min_count,
				clock_sec_count,
				stopwatch_min_count,
				stopwatch_sec_count,
				stopwatch_hundredth_sec_count,
				alarm_hour_count,
				alarm_min_count,
				alarm_sec_count;
	input sw_hour,sw_min;
	output clock_hour_set,
		  clock_min_set,
		  alarm_hour_set,
		  alarm_min_set;
	reg clock_hour_set,
		  clock_min_set,
		  alarm_hour_set,
		  alarm_min_set;
	output [6:0] display_hour,display_min,display_sec;
	reg [6:0] display_hour,display_min,display_sec;
	always @(*) 
		begin
			case (tube_for)
				CLOCK:
					begin
						display_sec<=clock_sec_count;
						display_min<=clock_min_count;
						display_hour<=clock_hour_count;
						if(is_manual_set)
							begin
								clock_min_set<=sw_min;
								clock_hour_set<=sw_hour;
							end
						else
							begin
								clock_min_set<=0;
								clock_hour_set<=0;
							end
					end
				STOPWATCH:
					begin
						display_sec<=stopwatch_hundredth_sec_count;
						display_min<=stopwatch_sec_count;
						display_hour<=stopwatch_min_count;
					end
				ALARM:
					begin
						display_sec<=alarm_sec_count;
						display_min<=alarm_min_count;
						display_hour<=alarm_hour_count;
						alarm_min_set<=sw_min;
						alarm_hour_set<=sw_hour;
					end
				default:
					begin
						display_sec<=0;
						display_min<=0;
						display_hour<=0;
						clock_min_set<=0;
						clock_hour_set<=0;
						alarm_hour_set<=0;
						alarm_min_set<=0;
					end
			endcase
		end
endmodule
module MultiCounter(
	pre_carry_flag,
	manual_carry_flag,
	rst,
	mode,
	carry_flag,
	count,
	is_manual_set,
);
	input pre_carry_flag,manual_carry_flag,rst;
	input [1:0] mode;
	input is_manual_set;
	output carry_flag;
	output [6:0] count;
	reg [6:0] count;
	wire drive;
	assign drive=is_manual_set?manual_carry_flag:pre_carry_flag;
	always @(posedge drive or negedge rst)
		if(!rst) 
			count<=0;	
		else
		case(mode)
			0:
				begin
					if(count!=59)
						begin
							count<=count+1;
						end
					else
						begin
							count<=0;
						end
				end
			1:
				begin
					if(count!=23)
						begin
							count<=count+1;
						end
					else
						begin												
							count<=0;
						end
				end
			2:
				begin
					if(count!=99)
						begin
							count<=count+1;
						end
					else
						begin												
							count<=0;
						end
				end
		endcase
	assign carry_flag=(count==0);
endmodule
module Stopwatch(
	clk,
	rst_stopwatch,
	start,
	one_hundredth_sec_count,
	sec_count,
	min_count
	);
	input clk,rst_stopwatch,start;
	output [6:0] one_hundredth_sec_count,sec_count,min_count;
	wire clk_100Hz;
	FreqDiv_100Hz fDiv100(.clk(clk),.clk_out(clk_100Hz));
	wire one_hundredth_sec_carry_flag,sec_carry_flag,min_carry_flag;
	MultiCounter stopwatch_mc_one_hundredth_sec(.pre_carry_flag(clk_100Hz),.manual_carry_flag(0),.rst(rst_stopwatch),.mode(2),.carry_flag(one_hundredth_sec_carry_flag),.count(one_hundredth_sec_count),.is_manual_set(~start));
	MultiCounter stopwatch_mc_sec(.pre_carry_flag(one_hundredth_sec_carry_flag),.manual_carry_flag(0),.rst(rst_stopwatch),.mode(0),.carry_flag(sec_carry_flag),.count(sec_count),.is_manual_set(~start));
	MultiCounter stopwatch_mc_min(.pre_carry_flag(sec_carry_flag),.manual_carry_flag(0),.rst(rst_stopwatch),.mode(0),.carry_flag(min_carry_flag),.count(min_count),.is_manual_set(~start));
endmodule
module TubeControl (
	clk,
	display_hour,
	display_min,
	display_sec,
	tube_11bit
	);
	input clk;
	input [6:0] display_hour,display_min,display_sec;
	output [10:0] tube_11bit;
	reg [10:0] tube_11bit;
	wire [7:0] display_hour_bcd,
			   display_min_bcd,
			   display_sec_bcd;
	wire [7:0] display_hour_bcd_high,
			   display_hour_bcd_low,
			   display_min_bcd_high,
			   display_min_bcd_low,
			   display_sec_bcd_high,
			   display_sec_bcd_low;
	Bin2Bcd btb_hour(
			.data_in(display_hour),
			.data_out(display_hour_bcd)
		);
	Bin2Bcd btb_min(
			.data_in(display_min),
			.data_out(display_min_bcd)
		);
	Bin2Bcd btb_sec(
			.data_in(display_sec),
			.data_out(display_sec_bcd)
		);
	TubeDecoder td_hour_high(
			.decimal_value(display_hour_bcd[7:4]),
			.tube_value(display_hour_bcd_high)
		);
	TubeDecoder td_hour_low(
			.decimal_value(display_hour_bcd[3:0]),
			.tube_value(display_hour_bcd_low)
		);
	TubeDecoder td_min_high(
			.decimal_value(display_min_bcd[7:4]),
			.tube_value(display_min_bcd_high)
		);
	TubeDecoder td_min_low(
			.decimal_value(display_min_bcd[3:0]),
			.tube_value(display_min_bcd_low)
		);
	TubeDecoder td_sec_high(
			.decimal_value(display_sec_bcd[7:4]),
			.tube_value(display_sec_bcd_high)
		);
	TubeDecoder td_sec_low(
			.decimal_value(display_sec_bcd[3:0]),
			.tube_value(display_sec_bcd_low)
		);
	always @(posedge clk)
		begin
			if(tube_11bit[10:8]<8) begin
				tube_11bit[10:8]<=tube_11bit[10:8]+1;
			end
			else
				tube_11bit[10:8]<=0;
		end
	always @(tube_11bit[10:8])
		case (tube_11bit[10:8])
			0:tube_11bit[7:0]<=display_hour_bcd_high;
			1:tube_11bit[7:0]<=display_hour_bcd_low;
			2:tube_11bit[7:0]<=8'H40;
			3:tube_11bit[7:0]<=display_min_bcd_high;
			4:tube_11bit[7:0]<=display_min_bcd_low;
			5:tube_11bit[7:0]<=8'H40;
			6:tube_11bit[7:0]<=display_sec_bcd_high;
			7:tube_11bit[7:0]<=display_sec_bcd_low;
			default:tube_11bit[7:0]<=8'H3F;
		endcase
endmodule
module TubeDecoder(
	decimal_value,
	tube_value
);
	input [3:0] decimal_value;
	output [7:0] tube_value;
	reg [7:0] tube_value;
	always @(decimal_value)
		begin
		    case(decimal_value)
			     0:tube_value<=8'b00111111;
				 1:tube_value<=8'b00000110;
				 2:tube_value<=8'b01011011;
				 3:tube_value<=8'b01001111;
				 4:tube_value<=8'b01100110;
				 5:tube_value<=8'b01101101;
				 6:tube_value<=8'b01111101;
				 7:tube_value<=8'b00000111;
				 8:tube_value<=8'b01111111;
				 9:tube_value<=8'b01101111;
				 default:tube_value<=8'b00000000;
			endcase
		end
endmodule
==> /design/flow/run.sh <==
#!/bin/bash
# OpenROAD 26Q1-2900-gdf79404cd8, Yosys 0.63+post, stock flow scripts
make -C /OpenROAD-flow-scripts/flow DESIGN_CONFIG=/design/flow/config.mk WORK_HOME=/design/flow/orfs finish
==> /design/flow/config.mk <==
export PLATFORM = sky130hd
export DESIGN_NAME = DigitalClock
export DESIGN_NICKNAME = DigitalClock
export VERILOG_FILES = /design/flow/design.v
export SDC_FILE = /design/flow/constraint.sdc
export NUM_CORES = 4
export LEC_CHECK = 1
export CORE_UTILIZATION = 40
==> /design/flow/constraint.sdc <==
current_design DigitalClock

set clk_period 14.7
set clk_io_pct 0.2

create_clock -name clk0 -period $clk_period [get_ports {clk}]

set non_clock_inputs [all_inputs -no_clocks]
set_input_delay [expr $clk_period * $clk_io_pct] -clock clk0 $non_clock_inputs
set_output_delay [expr $clk_period * $clk_io_pct] -clock clk0 [all_outputs]
==> results.yml <==
# generated from flow reports
status:
  status: "finished, final reports clean"
global_routing:
  grt_pass1_wl_um: 29900
  grt_start_max_net_pins: 30
  grt_util_all_layers: 0.188
  antenna_found_initial: 0
  grt_pass1_vias: 6201
  overflow: 0
synthesis:
  avgSynthCellArea_um2: 8.14
  yosys_warnings: 24
  synth.distinct_cells: 100
  synthCells: 919
  synthArstFlopShare: 0.709
  topCellsByArea: "dfrtp_1 (19%), ha_1 (11%), dfxtp_1 (5.1%), nor2_1 (4.7%), xnor2_1 (4.1%)"
  yosysTopAreaCellShare: 0.187
  top_cell: "nor2_1"
  ys_cells: 919
  common_cells: "nor2_1 (93), nand2_1 (76), ha_1 (64), dfrtp_1 (56), o21ai_0 (49)"
  ys_chip_area_um2: 7480
  numSynthFlops: 79
  yosysTopAreaCell: "dfrtp_1"
  synth_area_um2: 7480
  edf_count: 0
  ff_type: "dfrtp_1"
critical_path:
  slowest_delay_ns: 0.68
  worst_setup_path_start_kind: "input pin"
  r2r_cells: 6
  crit_top_cell: "inv_1"
  cp_slowest_cell: "a22oi_1"
  path_cells: "clkdlybuf4s50_1 > inv_1 > ha_1 > buf_4 > a22oi_1 > inv_1 > ha_1 > nand2b_1 > maj3_1 > nor3_1 > a221o_1 > o31ai_1 > inv_1 > ha_1 > inv_1 > o211ai_1 > mux2i_1 > nor2_1 > a311oi_1 > nor2_1 > a221oi_1 > a31oi_1 > clkdlybuf4s50_1"
  end_kind: "output port"
  worst_ep_required_time_ns: 11.76
  critical_path_class: "in -> out"
  cp_max_fo: 28
  worstPathArrival_ns: 9.14
place:
  io_buffers: 21
  place_hpwl_um: 13600
  gp_congestion: 0.889
  place_area_um2: 7880
final_timing:
  finalMaxSlewViolations: 0
  max_freq_ghz: 0.0828
  setup_violations: 0
  hold_viol_final: 0
  fin_crit_ns: 12.08
  rsz0062_at_grt: "no"
  untimed_endpoints: 62
  tightest_slew_ns: 0.864
  final.period_utilization: 0.822
  fin_setup_tns_ns: 0
  unclocked_regs: 60
  relSlewSlack: 0.418
  clock_skew_ns: 0.00215
power:
  p_leak_nw: 3.37
  power.density_nw_per_um2: 29.1
  peakVddDrop_v: 0.0000668
  power.total_mw: 0.232
drt:
  routed_wl_um: 17100
  via_count: 6634
  wl_per_cell_um: 14.9
  drt-pass1-iter-count: 6
  drtIter0Drc: 407
  route.detailed.drc: 0
  antenna_cells: 0
  ant_nets: 0
  viasPerCell: 5.80
clocking:
  post_cts.repair.setup_buffers: 0
  clockRootBuffer: "clkbuf_16"
  numCtsBuffers: 3
  clk_path_buf_depth: 2
  cts_tree: "done"
  htreeDepth: 1
  cts_resized: 0
  clkLatencyLatePin_ns: 0.25
  clkSlewWorstSetupHoldPaths_ns: 0.05
  cts_hold_buffers: 0
floorplanning:
  die_h_um: 139
  die_w_um: 139
  fp_util: 0.412
  die_area_um2: 19300
  coreArea_um2: 18100
  ios: 23
  rows: 49
job:
  drv_cap: 0
  warnings: 63
worst_hold_path:
  hold_depth: 1
  hold_path.class: "reg -> reg"
finish:
  logic_area_um2: 5220
  syn2layout_area_growth_pct: 6.51
  register_area_um2: 1840
  fill_cells: 1806
  fin_area_um2: 7970
  drive_above_1_share: 0.0721
==> cells in the final DEF (no fill, tap or decap), types with 14 or more instances in the layout <==
cell             instances
nor2_1                  93
nand2_1                 76
ha_1                    64
dfrtp_1                 56
o21ai_0                 49
inv_1                   48
nand3_1                 46
xnor2_1                 35
a21oi_1                 32
xor2_1                  29
nor3_1                  24
clkdlybuf4s50_1         21
dfxtp_1                 19
buf_4                   19
nor2b_1                 18
nand2b_1                16
nand4_1                 14
==> worst paths after layout <==
check	start	slack, ns	endpoint
max	tube_for[1]	2.62	tube_11bit[2]
min	stpwatch.fDiv100.count[6]$_SDFF_PP0_	0.47	stpwatch.fDiv100.count[6]$_SDFF_PP0_
max reg2reg	clock.fDiv1.count[0]$_SDFF_PP0_	12.85	clock.fDiv1.count[6]$_SDFF_PP0_
min reg2reg	stpwatch.fDiv100.count[6]$_SDFF_PP0_	0.47	stpwatch.fDiv100.count[6]$_SDFF_PP0_
==> metal layers <==
| layer | track usage | routed length [um] |
|---|---|---|
| met5 | 0 | 0 |
| met1 | 0.282 | 8440 |
| met3 | 0.00493 | 395 |
| met4 | 0.0526 | 519 |
| met2 | 0.306 | 7740 |
==> sequential cells by signal (all words and copies together) (netlist names), 3 cells and up <==
register	flops
alm.alarm_mc_hour.count	7
alm.alarm_mc_min.count	7
clock.fDiv1.count	7
clock.mc_hour.count	7
clock.mc_min.count	7
clock.mc_sec.count	7
stpwatch.fDiv100.count	7
stpwatch.stopwatch_mc_min.count	7
stpwatch.stopwatch_mc_one_hundredth_sec.count	7
stpwatch.stopwatch_mc_sec.count	7
tbctrl.tube_11bit	3
==> critical path, delay by kind of cell <==
family | cells | cell delay (ns)
adders and majority gates | 4 | 1.01
and+or+nand+nor | 4 | 0.58
buffers and inverters | 7 | 1.83
AOI/OAI and AO/OA | 7 | 2.39
muxes | 1 | 0.33
==> layout make-up <==
class / count / area share
clock inverter: 1 / 0.000942
inverter: 49 / 0.0231
clock buffer: 3 / 0.00942
tap: 229 / 0.0360
sequential: 79 / 0.231
timing repair buffer: 40 / 0.0443
multi-input combinational: 743 / 0.655
==> power breakdown <==
part	switching, mW	total (mW)	internal (mW)
clock network	0.0188	0.0555	0.0367
logic	0.0716	0.122	0.0501
registers	0.000414	0.0549	0.0545
==> metrics by stage <==
stage	cells	worst slack (ns)	util	hold slack, ns
2_1_floorplan	919	4.39	-	0.432
3_3_place_gp	1140	2.80	0.434	0.454
3_5_place_dp	1140	2.68	0.434	0.462
4_1_cts	1144	2.67	0.439	0.470
5_1_grt	1144	2.13	0.439	0.500
6_report	1144	2.62	0.439	0.470
==> kinds of logic after synthesis <==
logic type / share of synthesized area
and+or+nand+nor: 0.256
xor gates and xnor gates: 0.0749
DFF: 0.238
buffers and inverters: 0.0560
latches: 0.00803
AOI/OAI and AO/OA: 0.232
other: 0.000501
muxes: 0.0246
adders and majority gates: 0.110
No activity file was given, so power comes from the tool's default toggle rates.
